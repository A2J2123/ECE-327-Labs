<file path="flow/config.mk">
export PLATFORM = sky130hd
export DESIGN_NAME = traffic
export DESIGN_NICKNAME = traffic
export VERILOG_FILES = /design/flow/design.v
export SDC_FILE = /design/flow/constraint.sdc
export NUM_CORES = 4
export LEC_CHECK = 1
export CORE_AREA = 10 10 112 112
export DIE_AREA = 0 0 122 122
export SYNTH_HDL_FRONTEND = slang
</file>
<file path="flow/constraint.sdc">
current_design traffic

set clk_period 3.3
set clk_io_pct 0.2

create_clock -name clk0 -period $clk_period [get_ports {clk}]

set non_clock_inputs [all_inputs -no_clocks]
set_input_delay [expr $clk_period * $clk_io_pct] -clock clk0 $non_clock_inputs
set_output_delay [expr $clk_period * $clk_io_pct] -clock clk0 [all_outputs]
</file>
<file path="flow/design.v">
module traffic # (
    parameter CYCLES_PER_SEC = 125000000  
)(
    input  clk,                  
    input  i_maintenance,        
    input  [3:0] i_ped_buttons,  
    output [2:0] o_light_ns,     
    output [2:0] o_light_ew,     
    output o_light_ped           
);
localparam GREEN_LIGHT  = 3'b010,
           YELLOW_LIGHT = 3'b110,
           RED_LIGHT    = 3'b100;
logic [2:0] r_light_ns, r_light_ew;
logic r_light_ped;
localparam QUARTER_SEC_CYCLES = CYCLES_PER_SEC/4;
enum {NS_G, NS_Y, EW_G, EW_Y, PED_CROSS, PED_BLINK} state, next_state;
logic [3:0] time_count;
logic [27:0] cycle_count;
logic ped_flag;
logic ped_blink_toggle;
always_ff @(posedge clk) begin
    if (state == PED_CROSS || state == PED_BLINK) ped_flag <= 0;
    else if (i_ped_buttons != 0) ped_flag <= 1;
    if(i_maintenance) begin
        time_count <= 0;
        cycle_count <= 0;
        state <= NS_G;
        ped_flag <= 0;
        ped_blink_toggle <= 0;
    end else begin
        if (cycle_count == CYCLES_PER_SEC - 1) begin
            cycle_count <= 0;
            if (next_state == NS_G && state != next_state) begin
                time_count <= 0;
            end else begin
                time_count <= time_count + 1;
            end
            state <= next_state;
        end else begin
            cycle_count <= cycle_count + 1;
        end
        if (state == PED_BLINK) begin
            if (cycle_count == QUARTER_SEC_CYCLES - 1 || cycle_count == (2*QUARTER_SEC_CYCLES) - 1 || cycle_count == (3*QUARTER_SEC_CYCLES) - 1 || cycle_count == (4*QUARTER_SEC_CYCLES) - 1) begin
                ped_blink_toggle <= ~ped_blink_toggle;
            end
        end else begin
            ped_blink_toggle <= 0;
        end
    end
end
always_comb begin: state_decoder
    case (state)
        NS_G: next_state = (time_count==2)? NS_Y : NS_G;
        NS_Y: next_state = (time_count==4)? EW_G : NS_Y;
        EW_G: next_state = (time_count==7)? EW_Y : EW_G;
        EW_Y: next_state = (time_count==9)? (ped_flag)? PED_CROSS : NS_G : EW_Y;
        PED_CROSS: next_state = (time_count==11)? PED_BLINK : PED_CROSS;
        PED_BLINK: next_state = (time_count==13)? NS_G : PED_BLINK;
        default: next_state = NS_G;
    endcase
end
always_comb begin: out_decoder
    r_light_ped = 0;
    case (state)
        NS_G: begin
            r_light_ns = GREEN_LIGHT;
            r_light_ew = RED_LIGHT;
            r_light_ped = 0;
        end NS_Y: begin
            r_light_ns = YELLOW_LIGHT;
            r_light_ew = RED_LIGHT;
            r_light_ped = 0;
        end EW_G: begin
            r_light_ns = RED_LIGHT;
            r_light_ew = GREEN_LIGHT;
            r_light_ped = 0;
        end EW_Y: begin
            r_light_ns = RED_LIGHT;
            r_light_ew = YELLOW_LIGHT;
            r_light_ped = 0;
        end PED_CROSS: begin
            r_light_ns = RED_LIGHT;
            r_light_ew = RED_LIGHT;
            r_light_ped = 1;
        end PED_BLINK: begin
            r_light_ns = RED_LIGHT;
            r_light_ew = RED_LIGHT;
            r_light_ped = ped_blink_toggle;
        end default: begin
            r_light_ns = GREEN_LIGHT;
            r_light_ew = RED_LIGHT;
            r_light_ped = 0;
        end
    endcase
end
assign o_light_ns = r_light_ns;
assign o_light_ew = r_light_ew;
assign o_light_ped = r_light_ped;
endmodule
</file>
<file path="flow/run.sh">
#!/bin/bash
# OpenROAD 26Q1-2900-gdf79404cd8, Yosys 0.63+post, stock flow scripts
make -C /OpenROAD-flow-scripts/flow DESIGN_CONFIG=/design/flow/config.mk WORK_HOME=/design/flow/orfs finish
</file>
==> results_dict.tcl <==
# place-and-route summary
set metrics [dict create \
    status "finished clean" \
    clock_tree.root_cell "clkbuf_8" \
    drv_cap 0 \
    ys_cells 263 \
    worstMarginPinSlew_ps 644 \
    clkTransAtPathRegs_ps 70 \
    synth_area_sq_um 2120 \
    synth_cell_types 45 \
    antenna_left 0 \
    power_uw 818 \
    layout-drive-gt1-share 0.0456 \
    yosys_warnings 0 \
    regArea_sq_um 741 \
    fin_tns_setup_ps 0 \
    dp.cells 391 \
    grt_pass1_vias 1642 \
    drt_iter0_drc 88 \
    instances_no_fill 399 \
    avgSynthCellArea_sq_um 8.05 \
    fin_util 0.234 \
    synth-seq-cells 37 \
    peakVddDrop_mv 0.129 \
    drc 0 \
    rows 37 \
    syn2layout_area_growth_pct 13.2 \
    gp_congestion 0.855 \
    met2_usage 0.0956 \
    cp_max_fo 16 \
    io_pins 13 \
    cts_setup_buffers 0 \
    power_density_nw_per_um2 341 \
    ff_type "dfxtp_1" \
    finalWirelength_um 4540 \
    finalClockPeriodUsage 0.756 \
    cts_hold_buf 0 \
    cp-end-kind "flip-flop" \
    met1_usage 0.0949 \
    rsz0062_at_grt "false" \
    slew-limit-headroom 0.570 \
    port_buffers 10 \
    dp_hpwl_um 3160 \
    placed_cell_area_sq_um 2300 \
    report.final.slew_viol_count 0 \
    htree_levels 2 \
    first_pass_iters 4 \
    cts_tree "built" \
    max_freq_ghz 0.401 \
    overflow 0 \
    antenna_found_initial 0 \
    top_usage_layer "met2" \
    critPathArrivalTime_ps 2710 \
    grt_start_max_net_pins 28 \
    async_reset_ff_frac 0 \
    tool_warnings 27 \
    cts_buffers 5 \
    cp-start-kind "flip-flop" \
    postSynthSeqShare 0.350 \
    logic_area_sq_um 1240 \
    grt_first_pass_wirelength_um 8110 \
    worstSkewPairLatency_ps 290 \
    synth-edff-count 0 \
    cp.required_ps 3520 \
    fp-utilization 0.207 \
    fp.dieW_um 122 \
    fp.dieH_um 122 \
    cts_resized 0 \
    detail_route.antenna_diodes 0 \
    routedWlPerCell_um 11.4 \
    ys_chip_area_sq_um 2120 \
    via_per_inst 4.54 \
    clockBufferDepth 2 \
    hold_viol_final 0 \
    die-area_sq_um 14900 \
    core-area_sq_um 10200 \
    synthCells 263 \
    num_vias 1811 \
    n_fill_cell 1103 \
    power_leakage_nw 0.708 \
    setup_viol 0 \
    min_period_ps 2490 \
    grt.total_usage 0.0632 \
    clock_sinks 37 \
    final_cell_area_sq_um 2400 \
    grtUsageMet3 0.00798 \
    critPathKind "reg2reg" \
    fin_skew_ps 6.25 \
    hold_path_class "reg2reg" \
]
-- cells by family after synthesis --
kind of cell,after synthesis,synth area share
other,1,0.00177
DFF,37,0.350
AOI/OAI and AO/OA,25,0.0739
xor gates and xnor gates,27,0.112
buffers and inverters,30,0.0644
and+or+nand+nor,138,0.370
adders and majority gates,4,0.0236
muxes,1,0.00473
-- final timing paths --
path                                                 from                         end  slack (ps)  depth (start not counted)
worst max-delay path            cycle_count[0]$_SDFF_PP0_  time_count[3]$_SDFFE_PP0P_         810                          6
worst min-delay path            cycle_count[0]$_SDFF_PP0_   cycle_count[0]$_SDFF_PP0_         440                          1
worst max register to register  cycle_count[0]$_SDFF_PP0_  time_count[3]$_SDFFE_PP0P_         810                          6
worst min register to register  cycle_count[0]$_SDFF_PP0_   cycle_count[0]$_SDFF_PP0_         440                          1
-- area by class of cell --
type / instances / share of cell area
tap: 136 / 0.0710
multi-input combinational: 197 / 0.519
clock inverter: 1 / 0.00209
clock buffer: 7 / 0.0402
timing repair buffer: 10 / 0.0418
sequential: 37 / 0.309
inverter: 11 / 0.0172
-- placed cells by master (no fill, tap or decap), types with 5 or more instances in the layout --
| master | Yosys | layout |
|---|---|---|
| o21ai_0 | 6 | 6 |
| nand3_1 | 12 | 12 |
| and3_1 | 5 | 5 |
| inv_1 | 11 | 11 |
| and4_1 | 6 | 6 |
| a21oi_1 | 8 | 8 |
| nor4bb_1 | 5 | 5 |
| clkdlybuf4s50_1 | 0 | 10 |
| nand4_1 | 10 | 10 |
| xor2_1 | 6 | 6 |
| clkbuf_8 | 0 | 7 |
| dfxtp_1 | 37 | 37 |
| nand2_1 | 13 | 13 |
| nor2_1 | 38 | 38 |
| xnor2_1 | 21 | 21 |
| nor3_1 | 10 | 10 |
| nor4_1 | 9 | 9 |
| or4_1 | 7 | 7 |
-- cell usage after synthesis (7+ instances only) --
library cell  number  share of area
nand4_1           10          0.030
xnor2_1           21          0.087
nor2_1            38          0.067
nor4_1             9          0.027
nand3_1           12          0.028
dfxtp_1           37           0.35
clkbuf_1          11          0.020
or4_1              7          0.025
nand2_1           13          0.023
nor3_1            10          0.024
inv_1             11          0.020
a21oi_1            8          0.019
-- where the power goes --
group | switching [mW] | total (mW) | internal, mW
Combinational | 0.0109 | 0.0196 | 0.00869
Sequential | 0.00268 | 0.453 | 0.450
Clock | 0.157 | 0.346 | 0.189
Total | 0.171 | 0.818 | 0.648
-- routing by layer --
metal	share of wire	vias to the layer above
li1	-	932
met5	0	-
met4	0.019	0
met2	0.43	27
met3	0.037	6
met1	0.52	846
-- critical path, stage by stage (launching register included) --
cell     delay [ps]
dfxtp_1         350
ha_1            210
and4_1          300
nand2_2          80
or4_1           760
or4_1           580
a21oi_1         140
-- per-stage QoR --
step                hold WS, ps  worst slack (ps)
global route                485               600
CTS                         451               795
global placement            424               866
detailed placement          432               812
finish                      444               805
floorplan                   413              1120
-- sequential cells by signal, summed over array words and instances, names as in the netlist --
| register | cells |
|---|---|
| time_count | 4 |
| state | 3 |
| ped_blink_toggle | 1 |
| cycle_count | 28 |
| ped_flag | 1 |
Power and IR drop assume default switching activity.
