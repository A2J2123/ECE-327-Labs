[flow/config.mk]
export PLATFORM = sky130hd
export DESIGN_NAME = alu
export DESIGN_NICKNAME = alu
export VERILOG_FILES = /design/flow/design.v
export SDC_FILE = /design/flow/constraint.sdc
export NUM_CORES = 4
export LEC_CHECK = 1
export CORE_AREA = 10 10 70 70
export DIE_AREA = 0 0 80 80
export SYNTH_HDL_FRONTEND = slang
[flow/constraint.sdc]
current_design alu

set clk_period 2.7
set clk_io_pct 0.2

create_clock -name clk0 -period $clk_period [get_ports {clk}]

set non_clock_inputs [all_inputs -no_clocks]
set_input_delay [expr $clk_period * $clk_io_pct] -clock clk0 $non_clock_inputs
set_output_delay [expr $clk_period * $clk_io_pct] -clock clk0 [all_outputs]
[flow/design.v]
module add_sub # (
    parameter DATAW = 2  
)(
    input [DATAW-1:0] i_dataa,  
    input [DATAW-1:0] i_datab,  
    input i_op,                 
    output [DATAW:0] o_result   
);
logic [DATAW:0] res;
logic [DATAW:0] carry;
assign carry[0] = i_op;
genvar i;
generate
for (i = 0; i < DATAW; i = i+1)
begin: gen_adders
    full_adder add_inst(.a(i_dataa[i]), .b((i_datab[i]^i_op)), .cin(carry[i]), .s(res[i]), .cout(carry[i+1]));
end
endgenerate
full_adder add_final(.a(i_dataa[DATAW-1]), .b((i_datab[DATAW-1]^i_op)), .cin(carry[DATAW]), .s(res[DATAW]), .cout());
assign o_result = res;
endmodule
module alu # (
    parameter DATAW = 2  
)(
    input  clk,                    
    input  [DATAW-1:0] i_dataa,    
    input  [DATAW-1:0] i_datab,    
    input  [1:0] i_op,             
    output [2*DATAW-1:0] o_result  
);
logic [DATAW-1:0] dataa;
logic [DATAW-1:0] datab;
logic [1:0] op;
logic [DATAW:0] res;
logic [2*DATAW-1:0] o;
add_sub #(DATAW) alu_inst(.i_dataa(dataa), .i_datab(datab), .i_op(op[0]), .o_result(res));
always_ff @ (posedge clk) begin
	dataa <= i_dataa;
	datab <= i_datab;
	op <= i_op;
    case(op)
        2'b00: begin
            o <= 0;
        end
        2'b01: begin  
            o <= dataa << datab;
        end
        default: begin
            o <= {{(DATAW-1){res[DATAW]}}, res};
        end
    endcase
end
assign o_result = o;
endmodule
module full_adder (
    input a,     
    input b,     
    input cin,   
    output s,    
    output cout  
);
logic o0, o1;
always_comb begin
    o0 <= cin^(a^b);
    o1 <= (cin&(a|b)) | (a&b);
end
assign s = o0;
assign cout = o1;
endmodule
[flow/run.sh]
#!/bin/bash
# OpenROAD 26Q1-2900-gdf79404cd8, Yosys 0.63+post, stock flow scripts
make -C /OpenROAD-flow-scripts/flow DESIGN_CONFIG=/design/flow/config.mk WORK_HOME=/design/flow/orfs finish
==> impl_metrics.tcl <==
# place-and-route summary
set metrics [dict create \
    status "complete, no violations" \
    setup-violations-final 0 \
    post_drt_antenna_nets 0 \
    tritoncts.num_buffers 3 \
    worst-slew-pin-transition_ns 0.336 \
    grt_max_degree 7 \
    arrival_ns 1.04 \
    power_density_nw_per_um2 607 \
    r2r-end "o_result[3]$_DFF_P_" \
    crit_type "flop to output pin" \
    tritoncts "done" \
    global_route.usage.total_pct 2.08 \
    cts_resized 0 \
    critPathMaxFanout 1 \
    power_frac_clock_pct 37.9 \
    regToRegSetupSlack_ns 1.20 \
    netSwitchingFraction_pct 19.5 \
    post-route-worst-setup-slack_ns 1.12 \
    ys_area_sq_um 362 \
    hold_path_end "o_result[1]$_DFF_P_" \
    clock-sinks 10 \
    wire_per_inst_microns 7.06 \
    number_of_buffers_added_to_fix_hold_violations_after_cts 0 \
    hold_path_startpoint "op[1]$_DFF_P_" \
    first_pass_grt_wire_length_microns 1080 \
    pwr-share-comb_pct 12.7 \
    via_count 244 \
    critPathSlowestCell "sky130_fd_sc_hd__clkdlybuf4s50_1" \
    finalWeightedCongestion 0.674 \
    number_of_antenna_violations_at_the_first_check_in_global_routing 0 \
    r2r_start "datab[0]$_DFF_P_" \
    combined_buffer_and_inverter_count_along_the_critical_path 1 \
    p_leak_uw 0.000226 \
    h-tree-depth 1 \
    core.rowCount 21 \
    max-cap-violations 0 \
    floorplan.core_area_sq_um 3420 \
    power_uw 337 \
    worst_skew_pair.late_latency_ns 0.26 \
    setup_slack_after_placement_ns 1.20 \
    tool_warnings 27 \
    critPathTopFamily "buffers and inverters" \
    hp-class "flop to flop" \
    worstRegToRegCells 4 \
    route.detailed.vias_per_inst 2.74 \
    placedInstanceArea_sq_um 519 \
    drive_gt1_share_pct 14.0 \
    detailedRoute.firstIterationViolations 9 \
    root_buffer "sky130_fd_sc_hd__clkbuf_4" \
    finalMaxSlewViolations 0 \
    layout_min_cycle_time_ns 1.58 \
    post-cts-setup-buffer-count 0 \
    p_switching_uw 65.9 \
    area_delta_synth_final_pct 53.6 \
    drc 0 \
    ir_drop_mv 0.239 \
    synth.yosys.num_cells 29 \
    synth_area_sq_um 362 \
    boundaryPins 11 \
    ys_ff 10 \
    die_width_microns 80 \
    instances_no_fill 89 \
    hold-path-cell-count 2 \
    largest_area_cell "sky130_fd_sc_hd__dfxtp_1" \
    vias_in_the_first_global_route 272 \
    layout.filler_cells 393 \
    postSynthAreaPerCell_sq_um 12.5 \
    final_hold_viol_count 0 \
    yosys.cell_types.count 13 \
    place.port_buffers 10 \
    rsz_0062_raised_after_global_routing "no" \
    post_synth_inst_count 29 \
    timing.critical_path.cells "clkdlybuf4s50_1" \
    timing.final.crit_share_pct 58.4 \
    drt_first_pass_iters 2 \
    worst_ep_required_time_ns 2.16 \
    post-synth-top-area-fraction_pct 55.4 \
    worst_slew_slack_as_a_fraction_of_its_limit_pct 76.9 \
    endpoint_kind "output pin" \
    finClkSkew_ns 0.00384 \
    initial_core_util_pct 10.6 \
    fin_area_sq_um 556 \
    die_area_sq_um 6400 \
    clkTransAtPathRegs_ns 0.06 \
    synth.top_cells.by_area "sky130_fd_sc_hd__dfxtp_1 (55%), sky130_fd_sc_hd__fa_1 (11%), sky130_fd_sc_hd__mux2i_1 (5.5%), sky130_fd_sc_hd__mux2_4 (4.2%), sky130_fd_sc_hd__nand2b_1 (3.5%)" \
    synth_seq_share_pct 55.4 \
    antenna_cells_inserted 0 \
    layout_top_cells "sky130_fd_sc_hd__dfxtp_1 (10), sky130_fd_sc_hd__clkdlybuf4s50_1 (10), sky130_fd_sc_hd__inv_1 (3), sky130_fd_sc_hd__clkbuf_4 (3)" \
    seq_power_share_pct 49.4 \
    chipHeight_microns 80 \
    finalSetupTns_ns 0 \
    globalRouteOverflowTotal 0 \
    cellInternalPower_uw 271 \
    dp_cells 85 \
    total_wirelength_microns 628 \
    cp-start-kind "flop" \
    yosys_warnings 0 \
    max_clock_freq_ghz 0.634 \
    clock_path_buffers 2 \
    timing.critical_path.slowest_cell_delay_ns 0.48 \
]
[synthesized netlist by cell type]
library cell               count
sky130_fd_sc_hd__dfxtp_1      10
sky130_fd_sc_hd__nand2_1       2
sky130_fd_sc_hd__nand2b_1      2
sky130_fd_sc_hd__fa_1          2
sky130_fd_sc_hd__xor2_1        1
sky130_fd_sc_hd__o22ai_1       2
sky130_fd_sc_hd__mux2_4        1
sky130_fd_sc_hd__xnor2_1       1
sky130_fd_sc_hd__mux2i_1       2
sky130_fd_sc_hd__a31o_2        1
sky130_fd_sc_hd__and2_1        1
sky130_fd_sc_hd__inv_1         3
sky130_fd_sc_hd__a41o_1        1
[logic make-up (layout without fill, tap and decap cells)]
family                   count (synthesis)  in the layout  share of synthesized area [%]
AND/OR/NAND/NOR                          5              5                           7.27
multiplexers                             3              3                           9.69
flip-flops                              10             10                           55.4
buffers and inverters                    3             17                           3.11
XOR/XNOR                                 2              2                           4.85
AND-OR/OR-AND                            4              4                           8.65
adder cells (fa/ha/maj)                  2              2                           11.1
[per-stage QoR]
step / utilization [%] / hold slack [ns]
floorplan: - / 0.494
global placement: 15.2 / 0.553
detailed placement: 15.2 / 0.561
CTS: 16.3 / 0.574
global route: 16.3 / 0.617
finish: 16.3 / 0.568
[area by class of cell]
type	count	area, sq um	share of cell area, %
flip-flops and latches	10	200	36.0
clock buffers	4	36.3	6.53
multi-input cells	16	150	27.0
repair buffers	10	100	18.0
well taps	46	57.6	10.4
inverters	3	11.3	2.03
[flip-flops by register name, summed over array words and instances (netlist names)]
name,count
dataa,2
op,2
datab,2
o_result,4
[power groups by stage]
stage / registers [uW] / logic (uW) / clock network (uW)
after CTS: 167 / 43.8 / 135
after global routing: 168 / 47.7 / 142
final: 167 / 42.9 / 128
[layer usage]
metal / global-route usage (%) / vias to the layer above / share of wire, %
met5: 0 / - / 0
met3: 1.59 / 0 / 11
met4: 0.176 / 0 / 0
met1: 2.18 / 111 / 45
met2: 3.37 / 10 / 45
li1: - / 123 / -
[tightest hold or removal path, cell delays in order, from the launching register on]
cell and delay (ns):
sky130_fd_sc_hd__dfxtp_1 0.31, sky130_fd_sc_hd__inv_1 0.12, sky130_fd_sc_hd__o22ai_1 0.09
[how the worst max path moves through the flow]
stage,endpoint,slack [ns],start,cells past startpoint
4_1_cts,o_result[1],1.10,o_result[1]$_DFF_P_,1
5_1_grt,o_result[0],1.06,o_result[0]$_DFF_P_,1
6_report,o_result[1],1.12,o_result[1]$_DFF_P_,1
No activity file was given, so power comes from the tool's default toggle rates.
