<file path="flow/config.mk">
export PLATFORM = sky130hd
export DESIGN_NAME = tanh
export DESIGN_NICKNAME = tanh
export VERILOG_FILES = /design/flow/design.v
export SDC_FILE = /design/flow/constraint.sdc
export NUM_CORES = 4
export LEC_CHECK = 1
export CORE_UTILIZATION = 50
export SYNTH_HDL_FRONTEND = slang
</file>
<file path="flow/constraint.sdc">
current_design tanh

set clk_period 13.4
set clk_io_pct 0.2

create_clock -name clk0 -period $clk_period [get_ports {clk}]

set non_clock_inputs [all_inputs -no_clocks]
set_input_delay [expr $clk_period * $clk_io_pct] -clock clk0 $non_clock_inputs
set_output_delay [expr $clk_period * $clk_io_pct] -clock clk0 [all_outputs]
</file>
<file path="flow/design.v">
module tanh (
    input  clk,          
    input  rst,          
    input  [13:0] i_x,   
    input  i_valid,      
    output o_ready,      
    output [13:0] o_fx,  
    output o_valid,      
    input  i_ready       
);
localparam signed [13:0] A0 = 14'b11101010101011;  
localparam signed [13:0] A1 = 14'b00001000100010;  
localparam signed [13:0] A2 = 14'b11111100100011;  
localparam signed [13:0] A3 = 14'b00000001011001;  
localparam signed [13:0] A4 = 14'b11111111011100;  
function automatic logic signed [13:0] multiply (input logic signed [13:0] x, input logic signed [13:0] y);
    logic signed [27:0] z;
    z = x * y; multiply = z[25:12];
endfunction
logic signed [13:0] r_x; logic r_valid;
logic signed [13:0] r_fx1; logic r_valid1;
logic signed [13:0] r_x1;
logic signed [13:0] r_fx2; logic r_valid2;
logic signed [13:0] r_x2; logic signed [13:0] r_xsq2;
logic signed [13:0] r_fx3; logic r_valid3;
logic signed [13:0] r_x3; logic signed [13:0] r_xsq3;
logic signed [13:0] r_fx4; logic r_valid4;
logic signed [13:0] r_x4; logic signed [13:0] r_xsq4;
logic signed [13:0] r_fx5; logic r_valid5;
logic signed [13:0] r_x5; logic signed [13:0] r_xsq5;
logic signed [13:0] r_fx6; logic r_valid6;
logic signed [13:0] r_x6; logic signed [13:0] r_xsq6;
logic signed [13:0] r_fx7; logic r_valid7;
logic signed [13:0] r_x7; logic signed [13:0] r_xsq7;
logic signed [13:0] r_fx8; logic r_valid8;
logic signed [13:0] r_x8; logic signed [13:0] r_xsq8;
logic signed [13:0] r_fx9; logic r_valid9;
logic signed [13:0] r_x9; logic signed [13:0] r_xsq9;
logic signed [13:0] r_fx10; logic r_valid10;
logic signed [13:0] r_x10;
logic signed [13:0] r_fx11; logic r_valid11;
logic signed [13:0] r_x11;
logic signed [13:0] r_fx; logic r_o_valid;
always_ff @ (posedge clk) begin
    if (rst) begin
        r_x <=0; r_valid <= 0; 
        r_fx1 <= 0; r_x1 <= 0; r_valid1 <= 0;
        r_fx2 <= 0; r_x2 <= 0; r_valid2 <= 0; r_xsq2 <= 0;
        r_fx3 <= 0; r_x3 <= 0; r_valid3 <= 0; r_xsq3 <= 0;
        r_fx4 <= 0; r_x4 <= 0; r_valid4 <= 0; r_xsq4 <= 0;
        r_fx5 <= 0; r_x5 <= 0; r_valid5 <= 0; r_xsq5 <= 0;
        r_fx6 <= 0; r_x6 <= 0; r_valid6 <= 0; r_xsq6 <= 0;
        r_fx7 <= 0; r_x7 <= 0; r_valid7 <= 0; r_xsq7 <= 0;
        r_fx8 <= 0; r_x8 <= 0; r_valid8 <= 0; r_xsq8 <= 0;
        r_fx9 <= 0; r_x9 <= 0; r_valid9 <= 0; r_xsq9 <= 0;
        r_fx10 <= 0; r_x10 <= 0; r_valid10 <= 0;
        r_fx11 <= 0; r_x11 <= 0; r_valid11 <= 0;
        r_fx <= 0; r_o_valid <= 0;
    end else if (i_ready) begin
        r_x <= i_x;
        r_valid <= i_valid;
        r_x1 <= r_x;
        r_valid1 <= r_valid;
        r_fx1 <= multiply(r_x, r_x);
        r_x2 <= r_x1;
        r_valid2 <= r_valid1;
        r_xsq2 <= r_fx1;
        r_fx2 <= multiply(r_fx1, A4);
        r_x3 <= r_x2;
        r_valid3 <= r_valid2;
        r_xsq3 <= r_xsq2;
        r_fx3 <= (r_fx2 + A3);
        r_x4 <= r_x3;
        r_valid4 <= r_valid3;
        r_xsq4 <= r_xsq3;
        r_fx4 <= multiply(r_fx3, r_xsq3);
        r_x5 <= r_x4;
        r_valid5 <= r_valid4;
        r_xsq5 <= r_xsq4;
        r_fx5 <= (r_fx4 + A2);
        r_x6 <= r_x5;
        r_valid6 <= r_valid5;
        r_xsq6 <= r_xsq5;
        r_fx6 <= multiply(r_fx5, r_xsq5);
        r_x7 <= r_x6;
        r_valid7 <= r_valid6;
        r_xsq7 <= r_xsq6;
        r_fx7 <= (r_fx6 + A1);
        r_x8 <= r_x7;
        r_valid8 <= r_valid7;
        r_xsq8 <= r_xsq7;
        r_fx8 <= multiply(r_fx7, r_xsq7);
        r_x9 <= r_x8;
        r_valid9 <= r_valid8;
        r_xsq9 <= r_xsq8;
        r_fx9 <= (r_fx8 + A0);
        r_x10 <= r_x9;
        r_valid10 <= r_valid9;
        r_fx10 <= multiply(r_fx9, r_xsq9);
        r_x11 <= r_x10;
        r_valid11 <= r_valid10;
        r_fx11 <= multiply(r_fx10, r_x10);
        r_fx <= (r_fx11 + r_x11);
        r_o_valid <= r_valid11;
    end
end
assign o_ready = i_ready;
assign o_valid = r_o_valid;
assign o_fx = r_fx;
endmodule
</file>
<file path="flow/run.sh">
#!/bin/bash
# OpenROAD 26Q1-2900-gdf79404cd8, Yosys 0.63+post, stock flow scripts
make -C /OpenROAD-flow-scripts/flow DESIGN_CONFIG=/design/flow/config.mk WORK_HOME=/design/flow/orfs finish
</file>
==> results.txt <==
Results of the run.

The path type of the worst setup path is register to register. The area fraction of the largest cell type after synthesis is 37.5%. The clock slew at the register clock pins of the worst setup and hold paths is approximately 0.06 ns. For the final routed database, the setup TNS stands at 0 ns. The leakage power of the design is between 30 and 40 nW. The initial antenna violation count is 1.

The fraction of the yosys area taken by sequential cells is between 10% and 20%. By instance count, the leading cell after synthesis is sky130_fd_sc_hd__inv_1. The cell repeated most along the worst path is sky130_fd_sc_hd__fa_1. Per the OpenROAD floorplan log, the height of the die is 344 um. The share of flip-flops with an asynchronous set or reset after synthesis is 0%. The floorplan report gives the top-level pin count as 34.

Setup repair after global routing left no endpoint under its margin. The final-layout worst hold slack is 0.466 ns. The quantity of I/O buffers inserted on ports is 33. The congestion estimate from routability-driven global placement came to 0.906.

The number of fill cells is 10300. The horizontal die dimension is roughly 340 um. The flip-flop and latch area is 0.00913 mm^2. The number of cells reported by Yosys stat comes to 6246. Note that the worst hold path type here is register to register. In this run the layout overhead on the synthesized area is reported as 6.12%. The first-pass iteration count of the detailed router is 7. The final critical-path share of the clock period is around half.

The number of gates resized after CTS is 0. The nature of the critical path endpoint is a register. The OpenROAD report gives the critical path a data arrival time of 7.36 ns. The yosys warning tally is 0. Using the TritonRoute via totals, the vias-per-cell ratio works out to 5.01.

Per the hold report, the tightest min-delay path originates at r_fx11[4]. Headroom to the max-slew limit came out at 42.5%. The critical register-to-register path endpoint is r_fx1[12]. The cell area after synthesis is 0.0585 mm^2.

The critical-path cell with the highest stage delay is sky130_fd_sc_hd__dfxtp_1. The first global-routing pass estimated between 200000 and 250000 um of wire. In the post-route report, total wirelength is listed as about 120000 um. For the pin with the worst max-slew slack, the measured transition is ~0.86 ns. The areal power density over the cells is between 60 and 70 mW/mm^2. The hold violation count in the final report is 0. The layout report lists the multi-input gate area as about 0.043 mm^2. Per the CTS log, the root buffer master is sky130_fd_sc_hd__clkbuf_16. The number of clock sinks is 456. The chip area in the Yosys report is 0.0585 mm^2. Post-synth the commonest register cell is sky130_fd_sc_hd__dfxtp_1. The worst hold path was traced through 2 stages. The total global routing overflow is 0. Note, the detailed placer reported a final HPWL of roughly 92000 um.

In this run, synthesis inferred 0 flip-flops with an integrated enable. Synthesis produced a netlist whose cell count is 6246. The CTS buffer count is 56. The count of buffering cells on the critical path with inverters included is 3. Total global-route track usage over all layers is 23.3%. The routed wirelength normalized by instance count is 15.5 um. The count of unique library cells instantiated by Yosys is slightly below 70. The total of endpoints with negative setup slack in the final report is 0. The number of cell instances on the worst register-to-register path is 19. The largest incremental delay on the critical path is roughly 0.81 ns. The flow ran to the end, and the final reports show no timing, DRC or antenna violations. The final cell count without fillers is 7682. Per STA, the worst path accumulates the most delay in the family adder cells. The total core area is 0.116 mm^2. Buffers added to address setup during post-CTS repair amount to 0. Looking at the hold checks, the worst path lands on r_fx11[4].

The site row count is ~130. The count of warning messages emitted by the tools is 29. The cell sequence reported for the critical path is nand2_1 -> fa_1 -> inv_1 -> fa_1 -> fa_1 -> inv_1 -> fa_1 -> inv_1 -> fa_1 -> fa_1 -> ha_1 -> a211oi_1 -> nand2_1 -> o311ai_1 -> nand2_1 -> o2111a_1 -> o31a_1 -> or3_1 -> a32o_1. The maximum frequency from static timing analysis is 148 MHz. Nets still carrying antenna violations after routing amount to 0.

CTS built an H-tree with a depth of 2. The clock insertion delay at the later pin of the skew report is 0.70 ns. After detailed routing, the number of remaining DRC violations is 0. The worst setup slack for register-to-register paths is between 6 and 7 ns. The final route contains 38500 vias. The worst path in the final design needs a cycle of 6.77 ns, including I/O delays and setup. The chip occupies 0.118 mm^2. The final max-slew violation count recorded for this run is 0.

The endpoint required time on the critical path is roughly 14 ns. The largest clock skew in the final design is 0.0714 ns. The violation tally from detailed-route iteration zero is 1392. The cell type that accounts for the most area after synthesis is sky130_fd_sc_hd__fa_1. The mean instance size in the synthesized netlist is 9.37 um^2.

The number of maximum-capacitance violations recorded for the run is 0. The buffer levels on the longest clock path is 3. The main area contributors are sky130_fd_sc_hd__fa_1 38%, sky130_fd_sc_hd__dfxtp_1 16%, sky130_fd_sc_hd__ha_1 9.1%. After detailed placement, the design holds a cell count of about 7600.

Before placement the cells fill 50.4% of the core. The largest net degree at the start of global routing is 70. The clock tree from TritonCTS is done. Sorting the synthesized cells by how often they occur yields 1308 x sky130_fd_sc_hd__inv_1, 1096 x sky130_fd_sc_hd__fa_1, 563 x sky130_fd_sc_hd__nand2_1.

The largest vdd supply drop is 0.113 mV. STA classifies the critical path startpoint as a register. STA lists the startpoint of the worst register-to-register path as r_x[4]. The number of global-route vias before repair is about 41000. Max fanout on the critical path was recorded as 20.

The synthesis-stage register bit count is 456. Hold repair after CTS inserted 0 buffers. Per the final layout report, the fraction of cells sized above drive strength 1 comes to 2.84%.
-- per-layer routing --
layer,vias up,wire length [um],global-route usage (%)
met5,-,125,0.761
li1,18600,-,-
met4,4,2470,3.82
met1,19000,53100,35.2
met3,120,8460,7.19
met2,825,55200,35.8
-- worst reg2reg max path: stages (launching register included) --
cell and delay (ns):
sky130_fd_sc_hd__dfxtp_1 0.81, sky130_fd_sc_hd__nand2_1 0.19, sky130_fd_sc_hd__fa_1 0.57, sky130_fd_sc_hd__inv_1 0.06, sky130_fd_sc_hd__fa_1 0.48, sky130_fd_sc_hd__fa_1 0.51
sky130_fd_sc_hd__inv_1 0.05, sky130_fd_sc_hd__fa_1 0.52, sky130_fd_sc_hd__inv_1 0.05, sky130_fd_sc_hd__fa_1 0.49, sky130_fd_sc_hd__fa_1 0.42, sky130_fd_sc_hd__ha_1 0.32
sky130_fd_sc_hd__a211oi_1 0.22, sky130_fd_sc_hd__nand2_1 0.13, sky130_fd_sc_hd__o311ai_1 0.52, sky130_fd_sc_hd__nand2_1 0.16, sky130_fd_sc_hd__o2111a_1 0.34, sky130_fd_sc_hd__o31a_1 0.30
sky130_fd_sc_hd__or3_1 0.30, sky130_fd_sc_hd__a32o_1 0.24
-- power breakdown --
group	total [mW]	switching [mW]	internal, mW
Sequential	1.53	0.125	1.41
Combinational	0.950	0.515	0.435
Clock	1.63	0.674	0.958
Total	4.11	1.31	2.80
-- cells by family after synthesis --
group | count (synthesis) | share of synthesized area, %
AOI/OAI and AO/OA | 364 | 4.15
xor gates and xnor gates | 202 | 3.02
adders and majority gates | 1522 | 46.6
buffers and inverters | 1579 | 10.1
DFF | 456 | 15.6
muxes | 345 | 5.91
and+or+nand+nor | 1778 | 14.6
-- how the worst max path moves through the flow --
stage	start	end	slack (ns)	cells past startpoint
after CTS	r_x[4]	r_fx1[12]	6.58	19
after global routing	r_x[4]	r_fx1[12]	6.08	19
final	r_x[4]	r_fx1[12]	6.63	19
-- stage by stage --
stage / power, mW / setup slack (ns) / instance area [um^2] / utilization [%]
floorplan: 2.29 / 7.11 / 58500 / -
global placement: 2.51 / 6.58 / 60100 / 51.8
detailed placement: 2.52 / 6.56 / 60100 / 51.8
CTS: 4.18 / 6.58 / 62100 / 53.5
global route: 4.40 / 6.08 / 62100 / 53.5
finish: 4.11 / 6.63 / 62100 / 53.5
-- cells in the final DEF (no fill, tap or decap), drive strengths merged, types with 13 or more instances in the layout --
master / count
nand3: 32
nor3: 36
o21a: 21
xnor2: 133
mux2i: 344
fa: 1096
a211oi: 46
a21oi: 90
and2: 516
xor2: 69
inv: 1311
o211ai: 13
clkinv: 21
nand2: 563
nand4: 16
buf: 47
or3: 21
ha: 426
clkbuf: 64
a21o: 23
dfxtp: 456
nand2b: 32
o21ai: 80
clkdlybuf4s50: 31
nor2b: 58
nor2: 461
-- layout make-up --
| type | count | area share, % |
|---|---|---|
| tap | 1524 | 3.07 |
| sequential | 456 | 14.7 |
| inverter | 1308 | 7.91 |
| clock buffer | 64 | 2.39 |
| multi-input combinational | 4211 | 70.0 |
| clock inverter | 40 | 0.828 |
| timing repair buffer | 78 | 1.09 |
| antenna | 1 | 0.00403 |
Power figures rest on the tool's default switching activity, not on a simulated workload.
